$ cat flow/config.mk
export PLATFORM = sky130hd
export DESIGN_NAME = buffer
export DESIGN_NICKNAME = buffer
export VERILOG_FILES = /design/flow/design.v
export SDC_FILE = /design/flow/constraint.sdc
export NUM_CORES = 4
export LEC_CHECK = 1
export CORE_UTILIZATION = 30
$ cat flow/constraint.sdc
current_design buffer

set clk_period 89.6
set clk_io_pct 0.2

create_clock -name clk0 -period $clk_period [get_ports {clk_dequeue_i}]
create_clock -name clk1 -period $clk_period [get_ports {clk_enqueue_i}]

set non_clock_inputs [all_inputs -no_clocks]
set_input_delay [expr $clk_period * $clk_io_pct] -clock clk0 $non_clock_inputs
set_output_delay [expr $clk_period * $clk_io_pct] -clock clk0 [all_outputs]
$ cat flow/design.v
`timescale 1ns / 1ps
module buffer #(
	parameter SYNC_MODE      =  "sync",  
	parameter BUF_ADDR_WIDTH =       8,  
	parameter DATA_BIT_WIDTH =       8,  
	parameter WAIT_DELAY     =       0   
) (
	input  wire                      rst_ni,
	input  wire                      clk_enqueue_i,
	input  wire                      clk_dequeue_i,
	input  wire                      enqueue_den_i,
	input  wire [DATA_BIT_WIDTH-1:0] enqueue_data_i,
	output wire                      is_queue_full_o,
	input  wire                      dequeue_wait_i,
	output wire                      dequeue_den_o,
	output wire [DATA_BIT_WIDTH-1:0] dequeue_data_o,
	output wire                      is_queue_empty_o  
);
localparam BUF_SIZE = 2 ** BUF_ADDR_WIDTH;
reg  [DATA_BIT_WIDTH-1:0] RAM [BUF_SIZE-1:0];
reg                       s_enqueue_den_1d;
wire                      s_dequeue_den;
reg                       s_dequeue_den_1d;
reg  [DATA_BIT_WIDTH-1:0] s_enqueue_data_1d;
reg  [DATA_BIT_WIDTH-1:0] s_dequeue_data;
reg  [BUF_ADDR_WIDTH-1:0] s_enqueue_addr;
reg  [BUF_ADDR_WIDTH-1:0] s_dequeue_addr;
reg  [BUF_ADDR_WIDTH-1:0] s_dequeue_addr_before_wait;
wire signed [BUF_ADDR_WIDTH  :0] s_dequeue_addr_diff;  
reg                       s_dequeue_wait_1d;
reg                       s_full;
reg                       s_full_out;
reg                 [1:0] s_full_d;
wire                      s_empty;
function [BUF_ADDR_WIDTH-1:0] bin2gray(input [BUF_ADDR_WIDTH-1:0] binary);
	bin2gray = binary ^ (binary >> 1);
endfunction
always @(negedge rst_ni, posedge clk_enqueue_i)
begin
	if(~rst_ni)
		s_enqueue_addr <= {{BUF_ADDR_WIDTH{1'b0}}, 1'b1};  
	else if(clk_enqueue_i) begin
		if (s_enqueue_den_1d)
			s_enqueue_addr <= s_enqueue_addr + 1'b1;
	end
end
always @(negedge rst_ni, posedge clk_enqueue_i)
begin
	if(~rst_ni) begin
		s_enqueue_den_1d  <= 1'b0;
		s_enqueue_data_1d <= {DATA_BIT_WIDTH{1'b0}};
	end else if(clk_enqueue_i) begin
		s_enqueue_den_1d  <= enqueue_den_i & ~s_full;
		s_enqueue_data_1d <= enqueue_data_i;
	end
end
always @(posedge clk_enqueue_i)
begin
	if (s_enqueue_den_1d)
		RAM[s_enqueue_addr] <= s_enqueue_data_1d;
end
always @(posedge clk_dequeue_i)
begin
		s_dequeue_data <= RAM[s_dequeue_addr];
end
generate if (SYNC_MODE == "async")  
begin
	reg  [BUF_ADDR_WIDTH-1:0] s_enqueue_addr_gray;
	reg  [BUF_ADDR_WIDTH-1:0] s_dequeue_addr_gray;
	reg  [BUF_ADDR_WIDTH-1:0] s_enqueue_addr_gray_1d;
	reg  [BUF_ADDR_WIDTH-1:0] s_dequeue_addr_gray_1d;
	reg  [BUF_ADDR_WIDTH-1:0] s_enqueue_addr_gray_2d;
	reg  [BUF_ADDR_WIDTH-1:0] s_dequeue_addr_gray_2d;
	reg  [BUF_ADDR_WIDTH-1:0] s_enqueue_addr_gray_3d;
	always @(negedge rst_ni, posedge clk_enqueue_i)
	begin
		if(~rst_ni)
			s_enqueue_addr_gray <= {BUF_ADDR_WIDTH{1'b0}};
		else if(clk_enqueue_i) begin
			if (s_enqueue_den_1d)
				s_enqueue_addr_gray <= bin2gray(s_enqueue_addr);
		end
	end
	always @(negedge rst_ni, posedge clk_dequeue_i)
	begin
		if(~rst_ni) begin
			s_enqueue_addr_gray_1d <= {BUF_ADDR_WIDTH{1'b0}};
			s_enqueue_addr_gray_2d <= {BUF_ADDR_WIDTH{1'b0}};
			s_enqueue_addr_gray_3d <= {BUF_ADDR_WIDTH{1'b0}};
		end else if(clk_enqueue_i) begin
			s_enqueue_addr_gray_1d <= s_enqueue_addr_gray;
			s_enqueue_addr_gray_2d <= s_enqueue_addr_gray_1d;
			s_enqueue_addr_gray_3d <= s_enqueue_addr_gray_2d;  
		end
	end
	always @(negedge rst_ni, posedge clk_dequeue_i)
	begin
		if(~rst_ni)
			s_dequeue_addr_gray <= {BUF_ADDR_WIDTH{1'b0}};
		else if(clk_dequeue_i) begin
			if (s_dequeue_den)
				s_dequeue_addr_gray <= bin2gray(s_dequeue_addr);
			else if (dequeue_wait_i & ~s_dequeue_wait_1d)  
				s_dequeue_addr_gray <= bin2gray(s_dequeue_addr_before_wait - 1'b1);
		end
	end
	always @(negedge rst_ni, posedge clk_enqueue_i)
	begin
		if(~rst_ni) begin
			s_dequeue_addr_gray_1d <= {BUF_ADDR_WIDTH{1'b0}};
			s_dequeue_addr_gray_2d <= {BUF_ADDR_WIDTH{1'b0}};
		end else if(clk_dequeue_i) begin
			s_dequeue_addr_gray_1d <= s_dequeue_addr_gray;
			s_dequeue_addr_gray_2d <= s_dequeue_addr_gray_1d;
		end
	end
	always @(negedge rst_ni, posedge clk_enqueue_i)
	begin
		if(~rst_ni)
			s_full <= 1'b0;
		else if(clk_enqueue_i) begin
			if (~s_empty && bin2gray(s_enqueue_addr + 1'b1) == s_dequeue_addr_gray_2d) begin
				if (s_enqueue_den_1d)
					s_full <= 1'b1;
				else
					s_full <= 1'b0;
			end
		end
	end
	always @(negedge rst_ni, posedge clk_dequeue_i)
	begin
		if(~rst_ni)
			s_full_d <= 2'b0;
		else if(clk_dequeue_i)
			s_full_d <= {s_full_d, s_full};
	end
	assign s_empty = (~s_full_d[1] && s_enqueue_addr_gray_3d == s_dequeue_addr_gray) ? 1'b1 : 1'b0;
end
else  
begin
	always @(negedge rst_ni, posedge clk_enqueue_i)
	begin
		if(~rst_ni)
			s_full <= 1'b0;
		else if(clk_enqueue_i) begin
			if (~s_empty && ((s_enqueue_addr + 2'h2) == s_dequeue_addr)) begin
				if (s_enqueue_den_1d)
					s_full <= 1'b1;
				else
					s_full <= 1'b0;
			end
		end
	end
	always @(negedge rst_ni, posedge clk_enqueue_i)
	begin
		if(~rst_ni)
			s_full_d <= 2'b0;
		else if(clk_enqueue_i)
			s_full_d <= {s_full_d, s_full};
	end
	assign s_empty = (~s_full_d[0] && s_enqueue_addr == s_dequeue_addr) ? 1'b1 : 1'b0;
end
endgenerate
assign s_dequeue_den = ~dequeue_wait_i && ~s_empty ? 1'b1 : 1'b0;
always @(negedge rst_ni, posedge clk_dequeue_i)
begin
	if(~rst_ni) begin
		s_dequeue_wait_1d <= 1'b0;
		s_dequeue_den_1d  <= 1'b0;
	end else if(clk_dequeue_i) begin
		s_dequeue_wait_1d <= dequeue_wait_i;
		s_dequeue_den_1d  <= s_dequeue_den;
	end
end
always @(negedge rst_ni, posedge clk_dequeue_i)
begin
	if(~rst_ni)
		s_dequeue_addr_before_wait <= {{BUF_ADDR_WIDTH{1'b0}}, 1'b1};  
	else if(clk_dequeue_i) begin
		if (s_dequeue_den & ~s_dequeue_den_1d)  
			s_dequeue_addr_before_wait <= s_dequeue_addr + 1'b1;
		else if ($signed(s_dequeue_addr_diff) >= $signed(WAIT_DELAY[BUF_ADDR_WIDTH:0]))
			s_dequeue_addr_before_wait <= s_dequeue_addr - WAIT_DELAY[BUF_ADDR_WIDTH-1:0];
	end
end
assign s_dequeue_addr_diff = s_dequeue_addr - s_dequeue_addr_before_wait;
always @(negedge rst_ni, posedge clk_dequeue_i)
begin
	if(~rst_ni)
		s_dequeue_addr <= {{BUF_ADDR_WIDTH{1'b0}}, 1'b1};
	else if(clk_dequeue_i) begin
		if (s_dequeue_den)
			s_dequeue_addr <= s_dequeue_addr + 1'b1;
		else if (dequeue_wait_i & ~s_dequeue_wait_1d)  
			s_dequeue_addr <= s_dequeue_addr_before_wait;
	end
end
assign dequeue_data_o = s_dequeue_data;
assign dequeue_den_o  = s_dequeue_den_1d;
always @(negedge rst_ni, posedge clk_enqueue_i)
begin
	if(~rst_ni)
		s_full_out <= 1'b0;
	else if(clk_enqueue_i)
		s_full_out <= s_full;
end
assign is_queue_full_o  = s_full_out;
assign is_queue_empty_o = s_empty;
endmodule
$ cat flow/run.sh
#!/bin/bash
# OpenROAD 26Q1-2900-gdf79404cd8, Yosys 0.63+post, stock flow scripts
make -C /OpenROAD-flow-scripts/flow DESIGN_CONFIG=/design/flow/config.mk WORK_HOME=/design/flow/orfs finish
==> impl_metrics.toml <==
# flow metrics
[finish]
n_fill_cell = 24400
area_delta_synth_final_pct = 14.0
area.sequential_um2 = 62600
mostFrequentLayoutCells = "sky130_fd_sc_hd__edfxtp_1 (2048), sky130_fd_sc_hd__mux4_2 (481), sky130_fd_sc_hd__nor2_1 (281)"
logic_area_um2 = 17200
final_layout_size_suffix_gt1_share_pct = 23.2
layout.cells.most_common = "sky130_fd_sc_hd__edfxtp_1"

[sta]
finalSetupViolCount = 0
worst-slew-pin-transition_ns = 1.10
hold_violations = 0
finalMaxSlewViolations = 0
slew_headroom_pct = 25.9
fin_worst_skew_ns = 0.0732
fin_setup_tns_ns = 0
grt_setup_unrepaired = "false"

[power_and_ir_drop]
total_power_uw = 2660
power_density_nw_per_um2 = 28.8
peak_vdd_ir_v = 0.0000221
total_leakage_power_uw = 0.0281

[routing]
drt_wl_total_um = 210000
ant_nets = 0
post-route-drc-count = 0
top_layer = "met5"
vias = 39600
drt_iter0_drc = 2665
routedWlPerCell_um = 27.1
avgViaCountPerCell = 5.11
wl_met1_um = 68900
met2_wirelength_um = 96300
detailroute.wirelength.met3_um = 37300
detail_route.first_pass.iterations = 5

[logic_synthesis]
synth_seq_share_pct = 77.1
ys_cells = 3856
synth.cell_area_um2 = 81100
yosys-stat-area_um2 = 81100
synthXorXnorAreaFrac_pct = 0.270
synth.ff_latch_count = 2093
synth_area_leader_cell = "sky130_fd_sc_hd__edfxtp_1"
post_synth_main_logic_family = "multiplexers"
syn-mean-instance-area_um2 = 21.0
yosysTopAreaCellShare_pct = 75.8
netlist-cell-type-count = 63
synth_async_sr_flop_share_pct = 1.77
synth.mux.area_fraction_pct = 14.6
synth_top_flop_cell = "sky130_fd_sc_hd__edfxtp_1"
share_of_synthesized_cell_area_in_and_or_and_or_and_compound_cells_pct = 3.58
synth-adder-area-share_pct = 0.200
yosysWarningCount = 1
synthesis.instances = 3856
count_of_library_flops_with_an_enable_pin = 2048
top_cells_by_area = "sky130_fd_sc_hd__edfxtp_1 (76%), sky130_fd_sc_hd__mux4_2 (13%), sky130_fd_sc_hd__nor2_1 (1.3%), sky130_fd_sc_hd__mux2i_1 (1.1%), sky130_fd_sc_hd__dfrtp_1 (1.0%)"
post_synth_and_or_nand_nor_area_fraction_pct = 2.56

[global_route]
grt_usage_pct = 16.7
wire_length_of_the_first_global_routing_pass_um = 305000
grt_max_degree = 120
globalRouteOverflowTotal = 0
antenna_found_initial = 6
grt_pass1_vias = 43100

[floorplan]
die_area_um2 = 273000
die_h_um = 522
die_width_um = 522
ios = 24
design.core.area_um2 = 268000
initial_utilization_pct = 30.2
floorplan.rows = 190

[critical_path]
worst_setup_path_start_kind = "flip-flop"
critical_path_arrival_ns = 3.30
worst_setup_path_endpoint = "is_queue_empty_o"
timing.reg2reg.setup_slack_ns = 83.95
reg2regPathDepth = 10
cp_required_ns = 71.68
crit_path_end_kind = "primary output"
critical_path_fanouts_max = 28
timing.rr.end = "s_dequeue_data[1]"
worst_setup_path_startpoint = "s_enqueue_addr[2]"
r2r_start = "s_dequeue_addr[0]"
path_class = "reg -> out"

[clocking]
cts.reportedPaths.clkPinSlew_ns = 0.06
cts_setup_buffers = 0
cts_sinks = 2093
cts-resized-gates = 0
post_cts_hold_buffer_count = 0
cts_tree = "done"

[placed_design]
io_buffer_count = 22
place_hpwl_um = 128000
finalWeightedCongestion = 0.918

[run_status]
run_status = "finished, final reports clean"

[run]
max_cap_violations = 0
openroad.warnings = 33

[min_path]
hold_path_class = "reg -> reg"
==> synth_stat cells (all sizes together), types with 8 or more instances <==
| master | count |
|---|---|
| edfxtp | 2048 |
| mux4 | 481 |
| nor2 | 283 |
| clkbuf | 124 |
| buf | 116 |
| a22oi | 108 |
| mux2i | 92 |
| a21oi | 71 |
| nand2 | 68 |
| a221oi | 50 |
| o21ai | 42 |
| dfrtp | 34 |
| a22o | 32 |
| nor3 | 32 |
| nand3 | 30 |
| a211oi | 24 |
| o22ai | 20 |
| inv | 17 |
| xnor2 | 16 |
| ha | 13 |
| o221ai | 12 |
| nand2b | 11 |
| nor2b | 11 |
| nor4 | 10 |
| and2 | 9 |
| o211ai | 9 |
| xor2 | 9 |
| dfxtp | 8 |
| mux2 | 8 |
==> kinds of logic (layout without fill, tap and decap cells) <==
logic type | Yosys count | in the layout
AND/OR/NAND/NOR | 481 | 481
adder cells (fa/ha/maj) | 13 | 13
flip-flops | 2093 | 2093
multiplexers | 581 | 581
XOR/XNOR | 25 | 25
AND-OR/OR-AND | 405 | 405
other | 0 | 12
buffers and inverters | 258 | 590
==> through the flow <==
| step | cells | setup slack, ns | area [um^2] | utilization, % | hold slack [ns] |
|---|---|---|---|---|---|
| after floorplan | 3856 | 70.35 | 81100 | - | 0.371 |
| after global placement | 7373 | 69.23 | 86100 | 32.1 | 0.459 |
| after detailed placement | 7373 | 69.21 | 86100 | 32.1 | 0.445 |
| after CTS | 7740 | 68.27 | 92500 | 34.5 | 0.458 |
| after global routing | 7747 | 68.18 | 92500 | 34.5 | 0.475 |
| final | 7752 | 68.38 | 92500 | 34.5 | 0.448 |
==> layout make-up <==
cell class / count / share of cell area, %
flip-flops and latches: 2093 / 67.7
repair buffers: 205 / 1.83
diodes: 12 / 0.0324
inverters: 18 / 0.0757
clock inverters: 114 / 1.24
clock buffers: 253 / 5.71
multi-input cells: 1505 / 18.6
well taps: 3552 / 4.80
==> worst max-delay path, stage by stage, from the launching register on <==
cell                              delay [ns]
sky130_fd_sc_hd__dfrtp_1                0.93
sky130_fd_sc_hd__xnor2_1                0.20
sky130_fd_sc_hd__nand4_1                0.21
sky130_fd_sc_hd__nor3_1                 0.45
sky130_fd_sc_hd__buf_4                  0.21
sky130_fd_sc_hd__clkdlybuf4s50_1        0.46
==> layer usage <==
layer  track usage (%)  up-vias
met2              24.4     2424
li1                  -    16500
met4              4.49        8
met5             0.544        -
met1              18.8    20300
met3              13.6      372
==> worst min-delay path by stage <==
| stage | start | to | slack (ns) | depth (start not counted) |
|---|---|---|---|---|
| finish | s_full | s_full_out | 0.45 | 0 |
| global route | s_full | s_full_out | 0.48 | 0 |
| CTS | s_full | s_full_out | 0.46 | 0 |
==> registers in the layout (all words and copies together), names as in the netlist <==
signal / flops
RAM: 2048
s_dequeue_addr: 8
s_dequeue_addr_before_wait: 8
s_dequeue_data: 8
s_dequeue_den_1d: 1
s_dequeue_wait_1d: 1
s_enqueue_addr: 8
s_enqueue_data_1d: 8
s_enqueue_den_1d: 1
s_full: 1
s_full_out: 1
==> power by group <==
| group | switching, uW | total (uW) | leakage [uW] | internal [uW] |
|---|---|---|---|---|
| Sequential | 18.4 | 1110 | 0.0189 | 1090 |
| Clock | 369 | 826 | 0.00310 | 456 |
| Combinational | 436 | 730 | 0.00606 | 293 |
| Total | 824 | 2660 | 0.0281 | 1840 |
Power and IR drop assume default switching activity.
